$ cat design/flow/config.mk
export PLATFORM = sky130hd
export DESIGN_NAME = part2
export DESIGN_NICKNAME = part2
export VERILOG_FILES = /design/flow/design.v
export SDC_FILE = /design/flow/constraint.sdc
export NUM_CORES = 4
export LEC_CHECK = 1
export CORE_AREA = 10 10 105 105
export DIE_AREA = 0 0 115 115
$ cat design/flow/constraint.sdc
current_design part2

set clk_period 5.9
set clk_io_pct 0.2

create_clock -name clk0 -period $clk_period [get_ports {Clock}]

set non_clock_inputs [all_inputs -no_clocks]
set_input_delay [expr $clk_period * $clk_io_pct] -clock clk0 $non_clock_inputs
set_output_delay [expr $clk_period * $clk_io_pct] -clock clk0 [all_outputs]
$ cat design/flow/design.v
module part2(
    input logic Clock,
    input logic Reset_b,
    input logic [3:0] Data,
    input logic [1:0] Function,
    output logic [7:0] ALUout);
    logic [7:0] reg_data;
	always_ff @(posedge Clock) 
	begin
        if (Reset_b) ALUout[7:0] <= 8'b00000000;
        else 
		begin 
			case (Function)
				2'b00: ALUout <= Data[3:0] + reg_data[3:0];
				2'b01: ALUout <= Data[3:0] * reg_data[3:0];
				2'b10: ALUout <= reg_data[3:0] << Data[3:0];
				2'b11: ALUout <= reg_data[3:0]; 
				default: ALUout <= 8'b00000000; 
			endcase
		end
    end
	assign reg_data = ALUout[7:0];
endmodule
$ cat design/flow/run.sh
#!/bin/bash
# OpenROAD 26Q1-2900-gdf79404cd8, Yosys 0.63+post, stock flow scripts
make -C /OpenROAD-flow-scripts/flow DESIGN_CONFIG=/design/flow/config.mk WORK_HOME=/design/flow/orfs finish
==> impl_metrics.json <==
{
  "drt-wirelength-per-cell_um": 11.5,
  "antenna_found_initial": 0,
  "wl_um": 2960,
  "rows": 34,
  "finalSetupViolCount": 0,
  "irDropWorstVdd_v": 0.0000653,
  "top_regs": "ALUout x8",
  "largest_register_ffs": 8,
  "ys_ff": 8,
  "ctsLongestPathBuffers": 2,
  "ys_cells": 137,
  "dp_hpwl_um": 2450,
  "layout_top_cell": "ha_1",
  "fp_util": 0.130,
  "clkTransAtPathRegs_ps": 40,
  "n_antenna_cell": 0,
  "drtAntennaViolNets": 0,
  "top_area_frac": 0.186,
  "die_y_um": 115,
  "drtPass1Iterations": 4,
  "synthCells": 137,
  "crit_fanout": 8,
  "ys_async_sr_fraction": 0,
  "die_w_um": 115,
  "cts_made_buffers": 3,
  "clockRootBuffer": "clkbuf_8",
  "slew_headroom": 0.673,
  "core_area_um2": 8760,
  "regMostFlops": "ALUout",
  "syn_area_per_cell_um2": 8.33,
  "worstHoldPathType": "flop to flop",
  "netlist_area_um2": 1140,
  "regToRegSetupSlack_ps": 2900,
  "power_density_nw_per_um2": 139,
  "startpoint_type": "primary input",
  "cp.buffers_inverters": 3,
  "synthToLayoutAreaGrowth_pct": 24.9,
  "overflow": 0,
  "drv_slew": 0,
  "yosys_warnings": 1,
  "die_area_um2": 13200,
  "worstMarginPinSlew_ps": 489,
  "ys_seq_share": 0.140,
  "yosysChipArea_um2": 1140,
  "crit_path_top_delay_cell": "clkdlybuf4s50_1",
  "synth-main-ff-cell": "dfxtp_1",
  "placement.io_buffers": 15,
  "clock-sinks": 8,
  "clock.fmax_mhz": 239,
  "finalHoldViolations": 0,
  "crit_top_cell": "fa_1",
  "cp_slowest_stage_delay_ps": 690,
  "initialDrtViolationCount": 38,
  "clock.latency.late_pin_ps": 230,
  "worstSetupPathType": "primary input to flop",
  "via_count": 1022,
  "grt_max_degree": 13,
  "largest_area_cell": "ha_1",
  "edf_count": 0,
  "grt_pass1_vias": 966,
  "grt_use_total": 0.0440,
  "ctsHoldBuffers": 0,
  "drc": 0,
  "warnings": 26,
  "cts_resized": 0,
  "hold_ws_ps": 618,
  "top_cells_by_area": "ha_1 (19%), dfxtp_1 (14%), fa_1 (8.8%)",
  "cts_htree_levels": 1,
  "io_pins": 16,
  "cp-end-kind": "flop",
  "gp_congestion": 0.864,
  "final_cell_area_um2": 1430,
  "status": "complete, no violations",
  "arrival_ps": 4290,
  "postCtsSetupBuffers": 0,
  "grt_pass1_wl_um": 4880,
  "placed_area_um2": 1380,
  "synth_cell_types": 43,
  "path_delay_family": "adder cells",
  "finalCritPeriodShare": 0.708,
  "rsz0062_at_grt": "no",
  "utilization": 0.163,
  "via_per_inst": 3.98,
  "drive_above_1_share": 0.0940,
  "skew_ps": 2.81,
  "crit_required_ps": 6020,
  "lay_top_cells": "ha_1 (17), clkdlybuf4s50_1 (15), inv_1 (12)",
  "finalSetupTns_ps": 0,
  "cts_tree": "built",
  "fin_crit_ps": 4180,
  "crit_chain": "clkdlybuf4s50_1 -> nand2_1 -> fa_1 -> inv_1 -> fa_1 -> inv_1 -> fa_1 -> nor2b_1 -> o21a_1 -> o21ai_0 -> a32o_1",
  "max_cap_viol_count": 0,
  "leakage_nw": 0.602
}
## cell type report
cell class                      count  area, um2
Tap cell                          108        135
Multi-Input combinational cell    110        890
Fill cell                         991       7340
Inverter                           13       48.8
Sequential cell                     8        160
Timing Repair Buffer               15        150
Clock buffer                        3       41.3
## path summary, 6_finish.rpt
kind / start / end / depth (start not counted)
hold / removal: ALUout[0]$_SDFFE_PP0P_ / ALUout[0]$_SDFFE_PP0P_ / 2
hold reg to reg: ALUout[0]$_SDFFE_PP0P_ / ALUout[0]$_SDFFE_PP0P_ / 2
setup reg to reg: ALUout[3]$_SDFFE_PP0P_ / ALUout[6]$_SDFF_PP0_ / 10
setup / recovery: Data[0] / ALUout[6]$_SDFF_PP0_ / 11
## worst reg2reg max path: stages, from the launching register on
cell,delay [ps]
dfxtp_1,480
nand2_1,160
fa_1,550
inv_1,60
fa_1,560
inv_1,60
fa_1,430
nor2b_1,160
o21a_1,130
o21ai_0,70
a32o_1,250
## kinds of logic (layout without fill, tap and decap cells)
group / count (synthesis) / count (layout) / share of synthesized area
and+or+nand+nor: 47 / 47 / 0.234
AOI/OAI and AO/OA: 35 / 35 / 0.216
adders and majority gates: 22 / 22 / 0.274
buffers and inverters: 19 / 31 / 0.0800
DFF: 8 / 8 / 0.140
muxes: 5 / 5 / 0.0482
xor gates and xnor gates: 1 / 1 / 0.00768
## synth_stat cells (2+ instances only)
| master | instances |
|---|---|
| ha_1 | 17 |
| inv_1 | 12 |
| nor2_1 | 11 |
| o21ai_0 | 10 |
| nand2_1 | 9 |
| dfxtp_1 | 8 |
| a21oi_1 | 7 |
| and2_1 | 5 |
| fa_1 | 5 |
| mux2i_1 | 4 |
| nor2b_1 | 4 |
| nor3_1 | 3 |
| nor3b_1 | 3 |
| a211o_1 | 2 |
| a31oi_1 | 2 |
| a32o_1 | 2 |
| buf_4 | 2 |
| nand2b_2 | 2 |
| nand3_1 | 2 |
| o211ai_2 | 2 |
| o21a_1 | 2 |
| o31ai_1 | 2 |
## stage by stage
step | setup WS (ps) | power, mW | instances
floorplan | 2230 | 0.109 | 137
global placement | 1490 | 0.133 | 254
detailed placement | 1500 | 0.133 | 254
CTS | 1720 | 0.200 | 257
global route | 1550 | 0.214 | 257
finish | 1720 | 0.198 | 257
## power breakdown
part	internal, mW	switching (mW)
Sequential	0.0572	0.00524
Combinational	0.0331	0.0366
Clock	0.0442	0.0219
Total	0.135	0.0637
## routing by layer
layer / global-route usage / routed length (um) / vias to the layer above
li1: - / - / 509
met4: 0.00330 / 31 / 0
met5: 0 / 0 / -
met3: 0.0105 / 117 / 2
met2: 0.0683 / 1310 / 18
met1: 0.0632 / 1500 / 493
Power and IR drop assume default switching activity.
